==> flow/design.v <==
`timescale 1ns / 1ps
module alu(
	input [31:0] A, 
	input [31:0] B, 
	input [2:0] ALUOp, 
	output [31:0] C
    );
wire [31:0] as_result;
assign C = 
	(ALUOp == 0) ? $unsigned(A) + $unsigned(B) : 
	(ALUOp == 1) ? $unsigned(A) - $unsigned(B) : 
	(ALUOp == 2) ? A & B : 
	(ALUOp == 3) ? A | B : 
	(ALUOp == 4) ? $unsigned(A) >> B : 
	(ALUOp == 5) ? as_result : 
	32'b0;
assign as_result =
        (B[4:0] == 0) ? {{0{A[31]}}, A[31:0]} :
        (B[4:0] == 1) ? {{1{A[31]}}, A[31:1]} :
        (B[4:0] == 2) ? {{2{A[31]}}, A[31:2]} :
        (B[4:0] == 3) ? {{3{A[31]}}, A[31:3]} :
        (B[4:0] == 4) ? {{4{A[31]}}, A[31:4]} :
        (B[4:0] == 5) ? {{5{A[31]}}, A[31:5]} :
        (B[4:0] == 6) ? {{6{A[31]}}, A[31:6]} :
        (B[4:0] == 7) ? {{7{A[31]}}, A[31:7]} :
        (B[4:0] == 8) ? {{8{A[31]}}, A[31:8]} :
        (B[4:0] == 9) ? {{9{A[31]}}, A[31:9]} :
        (B[4:0] == 10) ? {{10{A[31]}}, A[31:10]} :
        (B[4:0] == 11) ? {{11{A[31]}}, A[31:11]} :
        (B[4:0] == 12) ? {{12{A[31]}}, A[31:12]} :
        (B[4:0] == 13) ? {{13{A[31]}}, A[31:13]} :
        (B[4:0] == 14) ? {{14{A[31]}}, A[31:14]} :
        (B[4:0] == 15) ? {{15{A[31]}}, A[31:15]} :
        (B[4:0] == 16) ? {{16{A[31]}}, A[31:16]} :
        (B[4:0] == 17) ? {{17{A[31]}}, A[31:17]} :
        (B[4:0] == 18) ? {{18{A[31]}}, A[31:18]} :
        (B[4:0] == 19) ? {{19{A[31]}}, A[31:19]} :
        (B[4:0] == 20) ? {{20{A[31]}}, A[31:20]} :
        (B[4:0] == 21) ? {{21{A[31]}}, A[31:21]} :
        (B[4:0] == 22) ? {{22{A[31]}}, A[31:22]} :
        (B[4:0] == 23) ? {{23{A[31]}}, A[31:23]} :
        (B[4:0] == 24) ? {{24{A[31]}}, A[31:24]} :
        (B[4:0] == 25) ? {{25{A[31]}}, A[31:25]} :
        (B[4:0] == 26) ? {{26{A[31]}}, A[31:26]} :
        (B[4:0] == 27) ? {{27{A[31]}}, A[31:27]} :
        (B[4:0] == 28) ? {{28{A[31]}}, A[31:28]} :
        (B[4:0] == 29) ? {{29{A[31]}}, A[31:29]} :
        (B[4:0] == 30) ? {{30{A[31]}}, A[31:30]} :
        (B[4:0] == 31) ? {{31{A[31]}}, A[31:31]} :
        {32{A[31]}};
endmodule
==> flow/run.sh <==
#!/bin/bash
# OpenROAD 26Q1-2900-gdf79404cd8, Yosys 0.63+post, stock flow scripts
make -C /OpenROAD-flow-scripts/flow DESIGN_CONFIG=/design/flow/config.mk WORK_HOME=/design/flow/orfs finish
==> flow/config.mk <==
export PLATFORM = sky130hd
export DESIGN_NAME = alu
export DESIGN_NICKNAME = alu
export VERILOG_FILES = /design/flow/design.v
export SDC_FILE = /design/flow/constraint.sdc
export NUM_CORES = 4
export LEC_CHECK = 1
export CORE_UTILIZATION = 30
==> flow/constraint.sdc <==
current_design alu

set clk_period 19.5
set clk_io_pct 0.2

create_clock -name clk0 -period $clk_period

set non_clock_inputs [all_inputs -no_clocks]
set_input_delay [expr $clk_period * $clk_io_pct] -clock clk0 $non_clock_inputs
set_output_delay [expr $clk_period * $clk_io_pct] -clock clk0 [all_outputs]
==> results.sh <==
# source this file to load flow results
export IMPL_drc=0
export IMPL_rsz0062_at_grt="false"
export IMPL_cpPeakStageDelay_ns=1.11
export IMPL_ctsResizeCount=0
export IMPL_fin_area_sq_mm=0.0128
export IMPL_postSynthSeqShare_pct=0
export IMPL_startpoint="A[9]"
export IMPL_critical_path_top_delay_family="AND-OR/OR-AND gates"
export IMPL_seq_cells=0
export IMPL_path_class="input pin to output pin"
export IMPL_n_fill_cell=4129
export IMPL_synthTopCellsByArea="ha_1 10%, a21oi_1 7.0%, o21ai_0 6.5%, nor2_1 5.4%, mux4_2 4.9%"
export IMPL_gp_congestion=1.08
export IMPL_top_cell_area_share_pct=10.4
export IMPL_critPathCaptureType="output pin"
export IMPL_finalNonFillerCells=2272
export IMPL_tool_warnings=95
export IMPL_postSynthAreaPerCell_sq_um=6.49
export IMPL_drive_above_1_share_pct=9.39
export IMPL_grt_pass1_vias=14900
export IMPL_p_leak_nw=4.66
export IMPL_power_switching_share_pct=64.3
export IMPL_maxCapViolations=0
export IMPL_p_int_uw=128
export IMPL_placed_area_sq_mm=0.0128
export IMPL_cp_max_fo=14
export IMPL_tightest_slew_ns=1.28
export IMPL_flop_area_sq_um=0
export IMPL_ys_types=108
export IMPL_outcome="completed"
export IMPL_tns_ns=0
export IMPL_final_hold_viol_count=0
export IMPL_vias=16200
export IMPL_antenna_found_initial=4
export IMPL_syn2layout_area_growth_pct=12.1
export IMPL_maxSlewViolCount=0
export IMPL_grt_pass1_wl_mm=106
export IMPL_holdWs_ns=8.89
export IMPL_worst_setup_path_start_kind="input pin"
export IMPL_final_setup_viol_count=0
export IMPL_ctsHoldBuffers=0
export IMPL_design_core_area_sq_mm=0.0376
export IMPL_p_sw_uw=230
export IMPL_p_per_area_mw_per_mm2=28.0
export IMPL_netlist_area_sq_mm=0.0114
export IMPL_fp_util_pct=30.4
export IMPL_layout_top_cells="165 x nor2_1, 160 x a21oi_1, 148 x o21ai_0"
export IMPL_ioPinCount=99
export IMPL_rows=71
export IMPL_port_buffers=99
export IMPL_ys_cells=1760
export IMPL_n_clock_buffer=0
export IMPL_dp_cells=2269
export IMPL_dp_hpwl_mm=53.5
export IMPL_grt_overflow_total=0
export IMPL_relSlewSlack_pct=12.8
export IMPL_cts_setup_buffers=0
export IMPL_cp_num_buf_inv=4
export IMPL_final_comb_area_sq_mm=0.0103
export IMPL_drt_total_wl_mm=73.8
export IMPL_wire_per_inst_um=32.5
export IMPL_holdCritStartpoint="ALUOp[0]"
export IMPL_total_power_uw=358
export IMPL_vdd_ir_drop_worst_uv=13.4
export IMPL_synth_warnings=0
export IMPL_required_ns=15.60
export IMPL_dieWidth_um=197
export IMPL_clock_fmax_ghz=0.0794
export IMPL_first_iter_violations=2263
export IMPL_period_used_pct=64.6
export IMPL_layout_top_cell="nor2_1"
export IMPL_first_pass_iters=8
export IMPL_min_path_type="input pin to output pin"
export IMPL_post_route_min_period_ns=12.59
export IMPL_post_drt_via_cell_ratio=7.11
export IMPL_grt_max_degree=62
export IMPL_worstPathArrival_ns=8.69
export IMPL_netlist_instances=1760
export IMPL_slowest_stage="a2111oi_0"
export IMPL_antenna_left=0
export IMPL_worstPathCellList="clkdlybuf4s50_1, buf_4, inv_1, ha_1, nor2_2, a2111oi_0, o2111ai_1, nor2_1, o21ai_0, a41oi_1, nor2_1, a311oi_1, o21ai_1, clkdlybuf4s50_1"
export IMPL_die_y_um=197
export IMPL_top_area_cell="ha_1"
export IMPL_grt_use_total_pct=37.8
export IMPL_yosys_area_sq_mm=0.0114
export IMPL_die_area_sq_mm=0.0389
==> area by class of cell <==
cell class | instances | share of cell area, %
repair buffers | 174 | 11.9
inverters | 92 | 2.70
well taps | 511 | 4.99
diodes | 3 | 0.0586
multi-input cells | 1492 | 80.3
==> path summary, 6_finish.rpt <==
check,endpoint,slack [ns],cells past startpoint
setup / recovery,C[23],6.91,14
hold / removal,C[0],8.89,6
==> Yosys cell counts (7+ instances only) <==
master,n
o21ai_0,148
ha_1,95
nor2_1,165
nor3_1,45
mux4_2,25
clkinv_1,7
clkbuf_1,110
buf_2,38
a222oi_1,8
nand2_1,135
nand3_1,34
buf_4,12
nor4_1,20
a221oi_1,47
o22ai_1,60
o211ai_1,49
o21bai_1,8
buf_1,11
nand2b_1,10
o221ai_1,40
o31a_1,7
o21a_1,13
a211oi_1,65
xor2_1,9
o21ai_1,15
mux2i_1,26
xnor2_1,16
o2111ai_1,12
a21o_1,13
a22oi_1,30
a31oi_1,25
nand4_1,9
or2_2,9
o31ai_1,16
nor2b_1,22
a21oi_1,160
inv_1,83
==> per-stage QoR <==
step | utilization (%) | worst slack [ns]
2_1_floorplan | - | 8.54
3_3_place_gp | 34.1 | 6.94
3_5_place_dp | 34.1 | 7.02
4_1_cts | 34.1 | 7.01
5_1_grt | 34.1 | 6.83
6_report | 34.1 | 6.91
==> cell families (layout without fill, tap and decap cells) <==
kind of cell,count (synthesis),after routing,synth area share [%]
AOI/OAI and AO/OA,800,800,47.7
xor gates and xnor gates,25,25,1.92
adders and majority gates,97,97,10.8
buffers and inverters,268,266,9.95
muxes,55,55,7.60
other,0,3,0
and+or+nand+nor,515,515,22.1
==> power by group through the flow <==
stage / Combinational [mW] / Clock, mW / Sequential, mW
CTS: 0.343 / 0 / 0
global route: 0.374 / 0 / 0
==> layer usage <==
metal	share of wire, %	GRT usage, %	routed length (um)
met5	0.012	0.383	9
met4	6.6	20.3	4890
met3	13	11.2	9760
met2	41	54.2	30100
met1	39	50.8	29000
Power and IR drop assume default switching activity.
