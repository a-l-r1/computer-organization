## /design/flow/run.sh

```bash
#!/bin/bash
# OpenROAD 26Q1-2900-gdf79404cd8, Yosys 0.63+post, stock flow scripts
make -C /OpenROAD-flow-scripts/flow DESIGN_CONFIG=/design/flow/config.mk WORK_HOME=/design/flow/orfs finish
```

## /design/flow/config.mk

```make
export PLATFORM = sky130hd
export DESIGN_NAME = pipeline
export DESIGN_NICKNAME = pipeline
export VERILOG_FILES = /design/flow/design.v
export SDC_FILE = /design/flow/constraint.sdc
export NUM_CORES = 4
export LEC_CHECK = 1
export CORE_UTILIZATION = 50
```

## /design/flow/constraint.sdc

```tcl
current_design pipeline

set clk_period 11.8
set clk_io_pct 0.2

create_clock -name clk0 -period $clk_period [get_ports {clk}]

set non_clock_inputs [all_inputs -no_clocks]
set_input_delay [expr $clk_period * $clk_io_pct] -clock clk0 $non_clock_inputs
set_output_delay [expr $clk_period * $clk_io_pct] -clock clk0 [all_outputs]
```

## /design/flow/design.v

```verilog
`timescale 1ns / 1ps
module pipeline(
    input [31:0] A1,
    input [31:0] A2,
    input [31:0] B1,
    input [31:0] B2,
    input clk,
    output reg [31:0] C = 0
    );
reg [31:0] p1, p2;
initial begin
	p1 <= 0;
	p2 <= 0;
end
always @(posedge clk) begin
	p1 <= $unsigned(A1) * $unsigned(B1);
	p2 <= $unsigned(A2) * $unsigned(B2);
	C <= $unsigned(p1) + $unsigned(p2);
end
endmodule
```

==> results.txt <==
fresh numbers from the pnr run: DIE WIDTH 265 µm, crit path capture type flip-flop, share of cells above drive strength 1 0.0258, Max Fclk ~110 MHz, Worst path slowest cell clkdlybuf4s50_1, Yosys Chip Area 34,700 µm², Cell Type Count around 63, Crit Path Max Fanout 15, Worst-Skew Late Latency about 0.34 ns, Met2 Routed Length 41,100 µm, Mux area share 0, critical path arrival 9.79 ns, gr usage total 0.287, Final Hold Fails 0, Synth Register Bits around 96, Chip Height between 200 and 300 µm, # DRC 0, placeable core area 68,600 µm², Avg Inst Size Synth 9.10 µm², Post-CTS Setup Repair Bufs 0, fa+ha+maj area frac 0.571, Area Growth Syn to Fin 8.39%, Highest Signal Layer met4, Final period util 0.806, first-pass iteration count of the detailed router 5, Slew @ Worst Pin slightly below 0.9 ns, antenna diode count 0, Root Buffer Master clkbuf_16, TritonCTS Sinks around 96, Final Skew about 0.0063 ns, Worst-path clk slew approximately 0.060 ns, RePlAce Congestion 0.899, ys flop type dfxtp_1, OpenROAD warning count 25, number of global-route vias before repair 26,873, global-route wire length before repair roughly 140,000 µm, CTS H-tree lvls 3, Wirelength per Cell about 18 µm, final tally of max-slew violations 0, pin count of the biggest net entering global routing 33, CP peak stage delay between 0.8 and 0.9 ns, and+or+nand+nor area frac 0.175, row cnt 96, CP Class input port to flip-flop, RSZ-0062 raised after global routing false, met1 wire length between 30,000 and 40,000 µm, total negative setup slack 0 ns, Dominant comb cell adder cells, ao+oa area frac 0.0411, filler instances 6,322, Ports approximately 160, Hold Path Class flip-flop to flip-flop, max_slew headroom 0.417, routed wire length about 87,000 µm, wire length on met3 7450 µm, CP startpoint kind input port, status complete, no violations, Synth warnings 1, Via Count 24,460, Hold WS 0.457 ns, final setup fails 0, initial antenna violation count 0, CTS tree done, port bufs between 150 and 200, Detailed Place HPWL 69,800 µm, fin crit period approximately 9.5 ns, Max-Cap Viols 0, Antenna Nets Post-Route 0, post-DR vias/cell around 5, Async SR Flop Fraction 0, Mapped Area 34,700 µm², clk buf depth 2, flip-flops with a built-in enable 0, Overflow after GRT 0, Die Size between 70,000 and 80,000 µm², most used cell, CP fa_1, Initial DRC Count about 880, sequential share of the synthesized area 0.0554, area share of xor/xnor cells in the synthesized design 0.0497, TritonCTS Buffers 9, # Cells Yosys around 3,800, FP Core Util 0.506, CP required 12.08 ns, Mapped Cells about 3,800, hold buffer count at CTS 0, Resized cells post-CTS 0
-- synthesized netlist by cell type (13+ instances only) --
cell / count / area share
and2_1: 533 / 0.096
nand2_1: 559 / 0.060
fa_1: 817 / 0.47
dfxtp_1: 96 / 0.055
nand3_1: 16 / 0.0023
nor2_1: 53 / 0.0057
a21o_1: 36 / 0.0078
ha_1: 277 / 0.10
a21oi_1: 69 / 0.0099
xnor2_1: 158 / 0.040
xor2_1: 39 / 0.0098
inv_1: 821 / 0.089
clkbuf_1: 175 / 0.019
o21ai_0: 30 / 0.0043
o21a_1: 13 / 0.0028
-- cell families after synthesis --
group                    after synthesis
AND/OR/NAND/NOR                     1216
adder cells (fa/ha/maj)             1094
buffers and inverters                996
AND-OR/OR-AND                        214
XOR/XNOR                             197
flip-flops                            96
-- layer usage --
layer,global-route usage,up-vias
met4,0.0394,0
met1,0.439,12332
li1,-,11239
met2,0.433,796
met3,0.103,93
met5,0.00416,-
-- critical path: cells and delay by family --
family	cells	cell delay, ns
adders and majority gates	9	4.14
and+or+nand+nor	4	0.51
buffers and inverters	6	1.43
AOI/OAI and AO/OA	6	1.34
-- cell usage in the layout, fill, tap and decap left out, types with 8 or more instances in the layout --
cell / count
o21ai_0: 30
xnor2_1: 158
dfxtp_1: 96
nor2_1: 53
nand4_1: 8
inv_1: 821
nand2b_1: 9
clkdlybuf4s50_1: 160
buf_4: 66
clkbuf_16: 9
and2_1: 533
a21o_1: 36
and3_1: 8
nand2_1: 559
xor2_1: 39
nand3_1: 16
ha_1: 277
o21a_1: 13
nor3_1: 9
a21oi_1: 69
fa_1: 817
-- path summary, 6_finish.rpt --
| kind | startpoint | end | slack, ns | depth (start not counted) |
|---|---|---|---|---|
| max | B2[4] | p2[29]$_DFF_P_ | 2.29 | 25 |
| min | p2[0]$_DFF_P_ | C[0]$_DFF_P_ | 0.46 | 1 |
| min reg2reg | p2[0]$_DFF_P_ | C[0]$_DFF_P_ | 0.46 | 1 |
| max reg2reg | p1[0]$_DFF_P_ | C[30]$_DFF_P_ | 8.68 | 12 |
-- registers in the layout (all words and copies together), names as in the netlist --
signal	count
C	32
p2	32
p1	32
-- metrics by stage --
stage	area [µm²]	setup slack, ns	cells	util
after global routing	37600	1.89	4811	0.549
after floorplan	34700	3.04	3813	-
after global placement	37300	2.02	4795	0.544
after detailed placement	37300	1.94	4795	0.544
final	37600	2.29	4811	0.549
after CTS	37600	2.29	4811	0.549
-- layout make-up --
class / instances / area [µm²] / area share
Sequential cell: 96 / 1920 / 0.0511
Clock inverter: 5 / 65.1 / 0.00173
Multi-Input combinational cell: 2721 / 29100 / 0.772
Tap cell: 931 / 1160 / 0.0310
Timing Repair Buffer: 226 / 2100 / 0.0557
Clock buffer: 11 / 243 / 0.00645
Inverter: 821 / 3080 / 0.0819
