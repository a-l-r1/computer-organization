==> flow/design.v <==
`timescale 1ns / 1ps
module code(
    input Clk,
    input Reset,
    input Slt, 
    input En,
    output reg [63:0] Output0,
    output reg [63:0] Output1
    );
reg [1:0] Output1_Valid;
initial begin
	Output0 <= 0;
	Output1 <= 0;
	Output1_Valid <= 0;
end
always @(posedge Clk) begin
	if (Reset == 1'b1) begin
		Output0 <= 0;
		Output1 <= 0;
		Output1_Valid <= 0;
	end else begin
		if (En == 1'b1) begin
			if (Slt == 1'b0) begin
				Output0 <= $unsigned(Output0) + $unsigned(1);
			end
			if (Slt == 1'b1) begin
				if ($unsigned(Output1_Valid) <= $unsigned(2)) begin
					Output1_Valid <= $unsigned(Output1_Valid) + $unsigned(1);
				end else begin
					Output1_Valid <= 0;
					Output1 <= $unsigned(Output1) + $unsigned(1);
				end
			end
		end
	end	
end
endmodule
==> flow/run.sh <==
#!/bin/bash
# OpenROAD 26Q1-2900-gdf79404cd8, Yosys 0.63+post, stock flow scripts
make -C /OpenROAD-flow-scripts/flow DESIGN_CONFIG=/design/flow/config.mk WORK_HOME=/design/flow/orfs finish
==> flow/config.mk <==
export PLATFORM = sky130hd
export DESIGN_NAME = code
export DESIGN_NICKNAME = code
export VERILOG_FILES = /design/flow/design.v
export SDC_FILE = /design/flow/constraint.sdc
export NUM_CORES = 4
export LEC_CHECK = 1
export CORE_UTILIZATION = 40
==> flow/constraint.sdc <==
current_design code

set clk_period 11.1
set clk_io_pct 0.2

create_clock -name clk0 -period $clk_period [get_ports {Clk}]

set non_clock_inputs [all_inputs -no_clocks]
set_input_delay [expr $clk_period * $clk_io_pct] -clock clk0 $non_clock_inputs
set_output_delay [expr $clk_period * $clk_io_pct] -clock clk0 [all_outputs]
==> flow_metrics.env <==
# physical design summary
export IMPL_status="finished, final reports clean"
export IMPL_port_buffers=131
export IMPL_post_route_period_util_pct=41.2
export IMPL_yosys_warnings=1
export IMPL_numCtsBuffers=17
export IMPL_initCoreUtil_pct=41.7
export IMPL_p_comb_share_pct=1.3
export IMPL_design_power_total_mw=0.973
export IMPL_yosysChipArea_sq_um=6160
export IMPL_cts_buffer_depth=2
export IMPL_critPathSlowestCell="or4_1"
export IMPL_skew_ps=3.69
export IMPL_setup_viol=0
export IMPL_cp_cell_sequence="clkdlybuf4s50_1 > nand4_1 > nor4_2 > nand3_1 > or4_1 > a21oi_1"
export IMPL_firstDrtPassIters=5
export IMPL_cp_end_kind="register"
export IMPL_avgSynthCellArea_sq_um=8.31
export IMPL_rows=44
export IMPL_drt_initial_drc_count=390
export IMPL_path_clk_slew_ps=50
export IMPL_warning_count=25
export IMPL_final_cells=1060
export IMPL_final_cell_mix="dfxtp_1 (130), clkdlybuf4s50_1 (130), nor2_1 (77), a21oi_1 (71), nand2_1 (56)"
export IMPL_grt_pass1_vias=5118
export IMPL_pin_count=132
export IMPL_htree_levels=4
export IMPL_placed_area_sq_um=7600
export IMPL_p_clk_share_pct=50.5
export IMPL_path_buffers=1
export IMPL_setup_worst_path_start_class="primary input"
export IMPL_fmax_mhz=218
export IMPL_critPathTopFamily="simple AND/OR/NAND/NOR gates"
export IMPL_antenna_found_initial=0
export IMPL_grt_pass1_wl_microns=26100
export IMPL_cts_root_buf="clkbuf_16"
export IMPL_cap_viol_max_count=0
export IMPL_cp_required_ps=11430
export IMPL_synthToLayoutAreaGrowth_pct=31.9
export IMPL_synth_cell_types=31
export IMPL_final_area_sq_um=8120
export IMPL_critPathKind="in -> reg"
export IMPL_peakVddDrop_mv=0.0910
export IMPL_gr_total_overflow=0
export IMPL_dp_slack_ps=6140
export IMPL_post_cts_repair_setup_buffers=0
export IMPL_die_height_microns=126
export IMPL_die_w_microns=126
export IMPL_cpPeakStageDelay_ps=680
export IMPL_num_vias=5937
export IMPL_ys_ff=130
export IMPL_core_sq_um=14800
export IMPL_cts_tree="yes"
export IMPL_dp_cells=1028
export IMPL_dp_hpwl_microns=10800
export IMPL_grtUsageTotal_pct=20.2
export IMPL_cts_sinks=130
export IMPL_p_int_mw=0.772
export IMPL_ys_cells=741
export IMPL_layout_drive_gt1_share_pct=4.34
export IMPL_relSlewSlack_pct=49.3
export IMPL_cp_arrival_ps=4910
export IMPL_antenna_left=0
export IMPL_hold_viol_final=0
export IMPL_ctsResizeCount=0
export IMPL_setup_tns_ps=0
export IMPL_finalCriticalPeriod_ps=4580
export IMPL_p_switching_mw=0.201
export IMPL_crit_fanout=16
export IMPL_syn_inst=741
export IMPL_wl_per_cell_microns=14.9
export IMPL_powerDensity_nw_per_um2=120
export IMPL_grt_max_degree=67
export IMPL_rsz0062_at_grt="no"
export IMPL_holdBufCountCts=0
export IMPL_hp_class="reg -> reg"
export IMPL_netlist_area_sq_um=6160
export IMPL_wl_microns=15800
export IMPL_power_leakage_nw=2.46
export IMPL_worst_pin_slew_ps=758
export IMPL_setup_slack_ps=6520
export IMPL_slew_viol_final=0
export IMPL_power_frac_seq_pct=48.2
export IMPL_avgViaCountPerCell=5.60
export IMPL_drc_errors=0
export IMPL_clk_latency_ps=410
export IMPL_diodes=0
export IMPL_gp_congestion=0.824
export IMPL_synth_seq_share_pct=42.3
export IMPL_die_area_sq_um=15900
export IMPL_swShare_pct=20.7
-- layout make-up --
class,instances,area (sq um)
Fill cell,1284,6630
Multi-Input combinational cell,559,3360
Sequential cell,130,2600
Timing Repair Buffer,135,1340
Clock buffer,26,489
Tap cell,184,230
Inverter,20,75.1
Clock inverter,6,30.0
-- synthesized netlist by cell type --
library cell / count / area, sq um
nor2b_1: 2 / 12.5
xor2_1: 37 / 324
nand4_2: 1 / 12.5
and2_1: 2 / 12.5
and3_1: 7 / 43.8
or3_1: 26 / 163
ha_1: 3 / 37.5
o31ai_1: 41 / 308
nor4_1: 12 / 75.1
o21ai_0: 27 / 135
nand4b_1: 3 / 26.3
nor4_4: 3 / 63.8
mux2i_1: 2 / 20.0
nand4_1: 55 / 344
or4b_1: 1 / 10.0
or2_2: 1 / 6.26
nand2_1: 56 / 210
nand3_1: 45 / 225
nor4_2: 1 / 12.5
nand3b_4: 1 / 20.0
a21oi_1: 71 / 355
buf_2: 2 / 10.0
inv_1: 20 / 75.1
and4_1: 11 / 96.3
xnor2_1: 20 / 175
dfxtp_1: 130 / 2600
or4_1: 42 / 315
clkbuf_1: 30 / 113
nor3_1: 11 / 55.1
nor2_1: 77 / 289
o41ai_1: 1 / 8.76
-- flip-flops by register name, summed over array words and instances, names as in the netlist --
name and flops:
Output0 64, Output1_Valid 2, Output1 64
-- through the flow --
step                utilization [%]  hold WS, ps
floorplan                         -          439
global placement               51.5          453
detailed placement             51.5          453
CTS                            55.1          460
global route                   55.1          484
finish                         55.1          462
-- tightest hold or removal path: cells and delay by family, from the launching register on --
kind / cells / cell delay, ps
AND-OR/OR-AND: 1 / 50
flip-flops: 1 / 310
AND/OR/NAND/NOR: 1 / 50
-- cells by family after synthesis --
family | Yosys count | synth area share, %
and+or+nand+nor | 357 | 32.4
AOI/OAI and AO/OA | 140 | 13.1
DFF | 130 | 42.3
xor gates and xnor gates | 57 | 8.11
buffers and inverters | 52 | 3.21
adders and majority gates | 3 | 0.610
muxes | 2 | 0.325
-- power by group through the flow --
stage                 clock network (mW)  logic, mW  registers (mW)
final                              0.492     0.0129           0.469
after global routing               0.526     0.0145           0.468
after CTS                          0.504     0.0131           0.469
-- worst paths after layout --
check             slack (ps)              from  cells after the start          endpoint
hold reg to reg          460  Output1_Valid[1]                      2  Output1_Valid[1]
hold / removal           460  Output1_Valid[1]                      2  Output1_Valid[1]
setup reg to reg        8290       Output1[23]                      5       Output1[61]
setup / recovery        6520                En                      6       Output1[62]
-- per-layer routing --
metal / GRT usage [%] / up-vias / part of all wire (%)
met5: 0 / - / 0
li1: - / 3023 / -
met2: 29.1 / 167 / 43
met4: 1.56 / 0 / 0.66
met3: 3.64 / 8 / 6.0
met1: 33.4 / 2739 / 50
Power figures rest on the tool's default switching activity, not on a simulated workload.
